**/design/flow/design.v**
```verilog
`timescale 1ns / 1ns
module WarnBreakOil (clock, reset, break_oil, warn_break_oil);
input clock;
input reset;
input wire signed [31:0] break_oil;
output reg warn_break_oil;
parameter SIZE  = 2;
reg   [SIZE-1:0] state;
always @ (posedge clock)
begin
if (reset == 1) 
  state <= #1 8'd0;
else
 case(state)
    2'd0 : begin
              if (break_oil < 10)
                state <= 2'd1;
              else 
                state <= 2'd2;
           end
    2'd1 : begin
            warn_break_oil <= 1;
            state <= 2'd0;
           end
    2'd2 : begin
            warn_break_oil <= 0;
            state <= 2'd0;
           end
   default : state <= 2'd0;
endcase
end
endmodule
```
**/design/flow/run.sh**
```bash
#!/bin/bash
# OpenROAD 26Q1-2900-gdf79404cd8, Yosys 0.63+post, stock flow scripts
make -C /OpenROAD-flow-scripts/flow DESIGN_CONFIG=/design/flow/config.mk WORK_HOME=/design/flow/orfs finish
```
**/design/flow/config.mk**
```make
export PLATFORM = sky130hd
export DESIGN_NAME = WarnBreakOil
export DESIGN_NICKNAME = WarnBreakOil
export VERILOG_FILES = /design/flow/design.v
export SDC_FILE = /design/flow/constraint.sdc
export NUM_CORES = 4
export LEC_CHECK = 1
export CORE_AREA = 10 10 70 70
export DIE_AREA = 0 0 80 80
```
**/design/flow/constraint.sdc**
```tcl
current_design WarnBreakOil

set clk_period 1.9
set clk_io_pct 0.2

create_clock -name clk0 -period $clk_period [get_ports {clock}]

set non_clock_inputs [all_inputs -no_clocks]
set_input_delay [expr $clk_period * $clk_io_pct] -clock clk0 $non_clock_inputs
set_output_delay [expr $clk_period * $clk_io_pct] -clock clk0 [all_outputs]
```
==> results.cfg <==
; yosys + openroad results
[clocking]
cts_tree = yes
cts_root_buffer = clkbuf_4
cts_max_level = 1
path_clk_slew_ns = 0.04
post_cts_buffers = 0
ctsLongestPathBuffers = 2
clk_latency_ns = 0.24
ctsResizeCount = 0
cts_buffers = 3
cts.sinks = 4
cts_hold_buf = 0

[drt]
wire_per_inst_um = 11.3
antenna_left = 0
top_layer = met3
drt_first_pass_iters = 2
dr_wl_met2_um = 728
met1_length_um = 392
antenna_cells = 0
via_per_inst = 2.87
drt-initial-drc-count = 4
num_vias = 298
drc = 0
routed_wl_mm = 1.17
dr_wl_met3_um = 48

[final_timing]
finalCritPeriodShare_pct = 77.2
worst_slew_pin_slew_ns = 0.334
setup_viol = 0
layout_min_cycle_time_ns = 1.47
fmax_mhz = 682
drv_slew = 0
fin_skew_ns = 0.00957
slew-limit-headroom_pct = 77.5
postLayoutSetupSlackWorst_ns = 0.433
rsz0062_at_grt = no
hold_viol = 0
holdWs_ns = 0.436
fin_setup_tns_ns = 0

[die]
die_height_um = 80
num_rows = 21
pin_count = 35
initial_core_util_pct = 5.60
chipArea_um2 = 6400
core-area_um2 = 3420
die_w_um = 80

[global_routing]
grt_overflow = 0
grt_max_degree = 5
grt_pass1_wl_mm = 1.81
grt_use_total_pct = 3.70
antenna_found_initial = 0
grt_pass1_vias = 331

[critical_path]
crit_family = simple AND/OR/NAND/NOR gates
startpoint_type = input pin
crit_path_top_delay_cell = clkdlybuf4s50_1
slowest_delay_ns = 0.40
endpoint_kind = flip-flop
cp.required_ns = 2.07
crit_chain = clkdlybuf4s50_1 -> nor4_1 -> nand4_1 -> o21bai_1 -> and3b_1
arrival_ns = 1.64
crit_type = in -> reg
cp_max_fo = 2
path_buffers = 1

[synthesis]
postSynthSeqShare_pct = 47.1
logic_family = simple AND/OR/NAND/NOR gates
simple_gate_share_pct = 44.4
ys.flops = 4
mux_share_pct = 0
syn_inst = 21
synth.distinct_cells = 12
ys_cells = 21
fa_ha_area_share_pct = 0
syn_avg_cell_area_um2 = 9.12
netlist_area_um2 = 191
yosys-stat-area_um2 = 191
ys_sh_xor_pct = 0
yosysWarnings = 1
ys_sh_aoi_pct = 6.54

[placed_design]
dpl_worst_slack_ns = 0.203
placedInstanceArea_um2 = 579
gp_congestion = 0.799
portBuffers = 33

[hold_path]
hp-class = reg -> reg

[power]
p_leak_nw = 0.200
peakVddDrop_v = 0.000161
powerDensity_nw_per_um2 = 480
power.total_mw = 0.291

[status]
outcome = finished clean

[finish]
fillCellCount = 391
post-route-cell-area_um2 = 606
syn2layout_area_growth_pct = 216
drive_gt1_share_pct = 5.17

[run]
tool_warnings = 26
drv_cap = 0
-- layer usage --
layer	global-route usage [%]	vias to the layer above
met5	0	-
met4	0.352	0
met3	1.36	0
met2	7.30	5
met1	3.65	135
li1	-	158
-- worst paths after layout --
check | startpoint | endpoint | slack, ns | cells past startpoint
setup / recovery | break_oil[26] | state[2] | 0.43 | 5
hold / removal | state[2] | state[0] | 0.44 | 1
setup reg to reg | state[1] | warn_break_oil | 1.12 | 2
hold reg to reg | state[2] | state[0] | 0.44 | 1
-- synth_stat cells --
| cell | n | area, µm² |
|---|---|---|
| and3b_1 | 1 | 8.76 |
| dfxtp_1 | 3 | 60.1 |
| edfxtp_1 | 1 | 30.0 |
| inv_1 | 1 | 3.75 |
| nand4_1 | 2 | 12.5 |
| nor2_1 | 2 | 7.51 |
| nor3_1 | 1 | 5.00 |
| nor3b_1 | 1 | 7.51 |
| nor4_1 | 6 | 37.5 |
| o21ai_0 | 1 | 5.00 |
| o21bai_1 | 1 | 7.51 |
| or3_1 | 1 | 6.26 |
-- logic make-up (layout without fill, tap and decap cells) --
logic type / Yosys count / count (layout)
flops: 4 / 4
buf+inv: 1 / 38
compound gates: 2 / 2
simple gates: 14 / 14
-- report_power, final --
group / total [mW] / internal (mW) / switching (mW)
registers: 0.0952 / 0.0929 / 0.00226
logic: 0.0782 / 0.0638 / 0.0145
clock network: 0.117 / 0.0790 / 0.0384
-- cell type report --
type / instances / area, µm² / share of cell area (%)
multi-input combinational: 16 / 97.6 / 16.1
timing repair buffer: 33 / 330 / 54.5
sequential: 4 / 90.1 / 14.9
clock buffer: 4 / 26.3 / 4.34
inverter: 1 / 3.75 / 0.620
tap: 46 / 57.6 / 9.50
-- registers in the layout (all words and copies together), names as in the netlist --
register	flops
state	3
warn_break_oil	1
-- metrics by stage --
step,instances,util (%)
after floorplan,21,-
after global placement,100,17.0
after detailed placement,100,17.0
after CTS,104,17.7
after global routing,104,17.7
final,104,17.7
-- layout by cell type (no fill, tap or decap) --
cell              n
clkdlybuf4s50_1  33
nor4_1            6
clkbuf_4          3
dfxtp_1           3
nand4_1           2
nor2_1            2
o21ai_0           1
nor3_1            1
o21bai_1          1
nor3b_1           1
and3b_1           1
or3_1             1
inv_1             1
clkbuf_1          1
edfxtp_1          1
