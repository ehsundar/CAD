File: config.mk
export PLATFORM = sky130hd
export DESIGN_NAME = SmartHouse
export DESIGN_NICKNAME = SmartHouse
export VERILOG_FILES = /design/flow/design.v
export SDC_FILE = /design/flow/constraint.sdc
export NUM_CORES = 4
export LEC_CHECK = 1
export CORE_AREA = 10 10 70 70
export DIE_AREA = 0 0 80 80
File: design.v
module SmartHouse (
    input clock,
    input reset,
    input isday,
    input ring_req,
    input [31:0]temp_req,
    output reg music,
    output reg curtain,
    output reg light,
    output reg cooler,
    output reg heater
);
parameter SIZE  = 5;
parameter IDLE  = 5'b00001;
parameter Init  = 5'b00010;
parameter Q2    = 5'b00011;
parameter Q3    = 5'b00100;
parameter Q4    = 5'b00101;
parameter Q5    = 5'b00110;
parameter Q6    = 5'b00111;
parameter Q7    = 5'b01000;
parameter Q8    = 5'b01010;
reg   [SIZE-1:0] state;
initial begin
    state = IDLE;
end
always @ (posedge clock)
begin : FSM
if (reset == 1'b1) 
    begin
        state <= Init;
    end 
else
    case(state)
    Init : 
    begin
        music <= 0;
        curtain <= 0;
        light <= 0;
        cooler <= 0;
        heater <= 0;
        state <= IDLE;
    end
    IDLE : 
        if (isday == 1'b1)
            state <= Q2;
        else
            state <= Q3;
    Q2: 
    begin
        curtain <= 1;
        music <= 1;
        light <= 0;
        if (ring_req == 1'b1) 
            state <= Q4;
        else 
            state <= Q5;
    end
    Q3:
    begin
        curtain <= 0;
        music <= 0;
        light <= 1;
        state <= Q5;
    end
    Q4:
    begin
        music <= 0;
        state <= Q5;
    end
    Q5: 
        if (temp_req >= 30)
            state <= Q7;
        else if (temp_req <= 16)
            state <= Q8;
        else if (temp_req == 24)
            state <= Q6;
        else
            ;
    Q6: 
    begin
        cooler <= 0;
        heater <= 0;
        state <= IDLE;
    end
    Q7: 
    begin
        cooler <= 1;
        state <= IDLE;
    end
    Q8:
    begin
        heater <= 1;
        state <= IDLE;
    end
    default: 
        state <= IDLE;
    endcase
end
endmodule
File: constraint.sdc
current_design SmartHouse

set clk_period 2.2
set clk_io_pct 0.2

create_clock -name clk0 -period $clk_period [get_ports {clock}]

set non_clock_inputs [all_inputs -no_clocks]
set_input_delay [expr $clk_period * $clk_io_pct] -clock clk0 $non_clock_inputs
set_output_delay [expr $clk_period * $clk_io_pct] -clock clk0 [all_outputs]
File: run.sh
#!/bin/bash
# OpenROAD 26Q1-2900-gdf79404cd8, Yosys 0.63+post, stock flow scripts
make -C /OpenROAD-flow-scripts/flow DESIGN_CONFIG=/design/flow/config.mk WORK_HOME=/design/flow/orfs finish
==> node_exporter_impl.prom <==
# HELP chip_impl_metric Physical implementation figures
# TYPE chip_impl_metric gauge
chip_impl_metric{name="avgViaCountPerCell",unit=""} 4.22
chip_impl_metric{name="max_slew_margin",unit="%"} 75.9
chip_impl_info{name="final_cell_mix",value="clkdlybuf4s50_1, nor2_1, nand2_1"} 1
chip_impl_metric{name="cts-hold-fix-buffers",unit=""} 0
chip_impl_metric{name="n_fill_cell",unit=""} 372
chip_impl_info{name="cts-root-buf",value="clkbuf_4"} 1
chip_impl_metric{name="io_pins",unit=""} 41
chip_impl_metric{name="p_clk_share",unit="%"} 23.3
chip_impl_metric{name="syn_area",unit="sq um"} 597
chip_impl_metric{name="layout.core_utilization",unit="%"} 31.3
chip_impl_metric{name="tritoncts.num_buffers",unit=""} 3
chip_impl_metric{name="ir_worst_vdd",unit="mV"} 0.170
chip_impl_metric{name="yosys_register_bits",unit=""} 9
chip_impl_metric{name="syn-instance-count",unit=""} 71
chip_impl_metric{name="power.share.sequential",unit="%"} 44.2
chip_impl_metric{name="timing.final.hold_violations",unit=""} 0
chip_impl_metric{name="antenna_violating_nets_post_route",unit=""} 0
chip_impl_metric{name="power.leakage",unit="nW"} 0.342
chip_impl_metric{name="wl_per_cell",unit="um"} 11.2
chip_impl_metric{name="syn-mean-instance-area",unit="sq um"} 8.41
chip_impl_metric{name="area.growth.synth_to_final",unit="%"} 79.2
chip_impl_metric{name="coreArea",unit="sq um"} 3420
chip_impl_info{name="outcome",value="completed"} 1
chip_impl_metric{name="internal_power",unit="mW"} 0.382
chip_impl_metric{name="post-cts-setup-buffer-count",unit=""} 0
chip_impl_metric{name="synth-seq-area-share",unit="%"} 38.6
chip_impl_metric{name="comb_power_share",unit="%"} 32.5
chip_impl_metric{name="grt_antenna_before_repair",unit=""} 0
chip_impl_metric{name="log.warning_count",unit=""} 25
chip_impl_metric{name="routed-via-count",unit=""} 667
chip_impl_info{name="hold_class",value="register to register"} 1
chip_impl_metric{name="timing.final.setup_violations",unit=""} 0
chip_impl_metric{name="crit_path_max_fanout",unit=""} 3
chip_impl_info{name="cts_tree",value="done"} 1
chip_impl_metric{name="cts-htree-levels",unit=""} 1
chip_impl_metric{name="firstDrtPassIters",unit=""} 3
chip_impl_metric{name="fin_crit",unit="ns"} 1.84
chip_impl_metric{name="grt_max_degree",unit=""} 14
chip_impl_metric{name="finClkSkew",unit="ns"} 0.00191
chip_impl_metric{name="detailed_placement_wirelength_estimate",unit="um"} 1590
chip_impl_metric{name="switching_power",unit="mW"} 0.133
chip_impl_metric{name="totalNegativeSetupSlack",unit="ns"} 0
chip_impl_metric{name="final_layout_size_suffix_gt1_share",unit="%"} 6.25
chip_impl_metric{name="clockBufferDepth",unit=""} 2
chip_impl_metric{name="synth-area-yosys",unit="sq um"} 597
chip_impl_metric{name="yosys_instances",unit=""} 71
chip_impl_metric{name="achievable-frequency",unit="GHz"} 0.543
chip_impl_metric{name="transition_time_at_the_pin_with_the_least_slew_margin",unit="ns"} 0.361
chip_impl_metric{name="n_antenna_cell",unit=""} 0
chip_impl_metric{name="min_period_over_period",unit="%"} 83.7
chip_impl_metric{name="gpl.final_weighted_congestion",unit=""} 0.772
chip_impl_metric{name="floorplan.core_util",unit="%"} 17.5
chip_impl_metric{name="grt_remaining_overflow",unit=""} 0
chip_impl_metric{name="numClockSinks",unit=""} 9
chip_impl_metric{name="synth-warning-count",unit=""} 1
chip_impl_metric{name="detail_route.drc_violations",unit=""} 0
chip_impl_metric{name="grt_use_total",unit="%"} 5.48
chip_impl_info{name="start_kind",value="primary input"} 1
chip_impl_metric{name="cp.required",unit="ns"} 2.38
chip_impl_metric{name="place.port_buffers",unit=""} 40
chip_impl_metric{name="postCtsResizedCells",unit=""} 0
chip_impl_metric{name="maxcap_viol_count",unit=""} 0
chip_impl_metric{name="die_w",unit="um"} 80
chip_impl_metric{name="synth_cell_type_count",unit=""} 24
chip_impl_metric{name="clk_latency_late_pin",unit="ns"} 0.25
chip_impl_metric{name="core.rowCount",unit=""} 21
chip_impl_metric{name="power_switching_share",unit="%"} 25.8
chip_impl_info{name="timing.critical_path.to_type",value="register"} 1
chip_impl_metric{name="drt_iter0_drc",unit=""} 36
chip_impl_metric{name="setup.reg_to_reg.worst_slack",unit="ns"} 0.79
chip_impl_metric{name="global_route_wire_length_before_repair",unit="um"} 2820
chip_impl_info{name="rsz_0062_raised_after_global_routing",value="no"} 1
chip_impl_info{name="path_class",value="primary input to register"} 1
chip_impl_info{name="final_layout_top_logic_cell",value="clkdlybuf4s50_1"} 1
chip_impl_metric{name="fin_area",unit="sq um"} 1070
chip_impl_metric{name="dpl_cell_area",unit="sq um"} 1040
chip_impl_metric{name="chip_area",unit="sq um"} 6400
chip_impl_metric{name="power_density",unit="nW/um^2"} 481
chip_impl_metric{name="worst-endpoint-arrival",unit="ns"} 2.02
chip_impl_metric{name="drv_slew",unit=""} 0
chip_impl_metric{name="first_global_vias",unit=""} 643
chip_impl_metric{name="die.size.y",unit="um"} 80
chip_impl_metric{name="clkTransAtPathRegs",unit="ns"} 0.05
chip_impl_metric{name="postRouteWirelength",unit="um"} 1770
-- power groups by stage --
stage	Clock, mW	Sequential (mW)	Combinational (mW)
4_1_cts	0.125	0.227	0.170
5_1_grt	0.131	0.231	0.187
6_report	0.120	0.228	0.167
-- metal layers --
metal	global-route usage, %	wire length, um	up-vias
li1	-	-	351
met1	6.51	741	291
met2	8.27	803	25
met3	3.98	223	0
met4	0.176	0	0
met5	0	0	-
-- final timing paths --
path               start  cells after the start       end
min             state[3]                      2  state[1]
max reg2reg     state[3]                      4    cooler
min reg2reg     state[3]                      2  state[1]
max          temp_req[6]                      5  state[2]
-- registers in the layout, indices dropped and copies added (netlist names) --
register	count
light	1
heater	1
state	4
music	1
cooler	1
curtain	1
-- cell usage after synthesis --
library cell | instances | area [sq um]
nand2b_1 | 1 | 6.26
o211ai_1 | 1 | 7.51
or4_1 | 1 | 7.51
dfxtp_1 | 4 | 80.1
xnor2_1 | 1 | 8.76
o21ai_0 | 3 | 15.0
clkbuf_1 | 3 | 11.3
nand3_1 | 3 | 15.0
a311oi_1 | 1 | 8.76
nand2_1 | 6 | 22.5
inv_1 | 1 | 3.75
nor4_1 | 4 | 25.0
nor2_1 | 8 | 30.0
a31oi_1 | 1 | 6.26
o21a_1 | 4 | 30.0
nor3b_1 | 2 | 15.0
nor3_1 | 4 | 20.0
a21oi_1 | 4 | 20.0
or3_1 | 3 | 18.8
o21bai_1 | 1 | 7.51
nor2b_1 | 5 | 31.3
nor4_2 | 4 | 50.1
nand4_1 | 1 | 6.26
edfxtp_1 | 5 | 150
-- per-stage QoR --
step	total power, mW	worst slack (ns)	cells	hold slack (ns)
final	0.515	0.358	158	0.658
after global routing	0.549	0.215	158	0.725
after CTS	0.522	0.350	158	0.657
after detailed placement	0.399	0.0844	154	0.643
after global placement	0.396	0.127	154	0.613
after floorplan	0.301	0.626	71	0.509
-- critical path: stages --
cell and delay (ns):
clkdlybuf4s50_1 0.42, nor4_2 0.28, nand4_1 0.16, or4_1 0.57, a21oi_1 0.15
-- cell type report --
type / instances / area [sq um] / area share [%]
repair buffers: 40 / 400 / 37.4
multi-input cells: 58 / 352 / 32.9
flip-flops and latches: 9 / 230 / 21.5
well taps: 46 / 57.6 / 5.38
clock buffers: 4 / 26.3 / 2.46
inverters: 1 / 3.75 / 0.351
-- cell families after synthesis --
group,share of synthesized area [%]
DFF,38.6
and+or+nand+nor,41.5
AOI/OAI and AO/OA,15.9
xor gates and xnor gates,1.47
buffers and inverters,2.51
Power and IR drop assume default switching activity.
