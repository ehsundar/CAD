<file path="config.mk">
export PLATFORM = sky130hd
export DESIGN_NAME = WarnEngineOil
export DESIGN_NICKNAME = WarnEngineOil
export VERILOG_FILES = /design/flow/design.v
export SDC_FILE = /design/flow/constraint.sdc
export NUM_CORES = 4
export LEC_CHECK = 1
export CORE_AREA = 10 10 70 70
export DIE_AREA = 0 0 80 80
</file>
<file path="constraint.sdc">
current_design WarnEngineOil

set clk_period 1.4
set clk_io_pct 0.2

create_clock -name clk0 -period $clk_period [get_ports {clock}]

set non_clock_inputs [all_inputs -no_clocks]
set_input_delay [expr $clk_period * $clk_io_pct] -clock clk0 $non_clock_inputs
set_output_delay [expr $clk_period * $clk_io_pct] -clock clk0 [all_outputs]
</file>
<file path="design.v">
`timescale 1ns / 1ns
module WarnEngineOil (clock, reset, engine_oil, warn_engine_oil);
input clock;
input reset;
input wire signed [31:0] engine_oil;
output reg warn_engine_oil;
parameter SIZE  = 2;
reg   [SIZE-1:0] state;
always @ (posedge clock)
begin
if (reset == 1) 
  state <= #1 8'd0;
else
 case(state)
    2'd0 : begin
              if (engine_oil < 10)
                state <= 2'd1;
              else 
                state <= 2'd2;
           end
    2'd1 : begin
            warn_engine_oil <= 1;
            state <= 2'd0;
           end
    2'd2 : begin
            warn_engine_oil <= 0;
            state <= 2'd0;
           end
   default : state <= 2'd0;
endcase
end
endmodule
</file>
<file path="run.sh">
#!/bin/bash
# OpenROAD 26Q1-2900-gdf79404cd8, Yosys 0.63+post, stock flow scripts
make -C /OpenROAD-flow-scripts/flow DESIGN_CONFIG=/design/flow/config.mk WORK_HOME=/design/flow/orfs finish
</file>
==> results.ini <==
[worst_setup_path]
worstPathRequired_ns = 1.12
crit_chain = clkdlybuf4s50_1
crit_path_start_kind = flop
path_max_fanout = 1
cp_top_family = buffers and inverters
arrival_ns = 1.04
max_stage_delay_ns = 0.48
criticalPathCategory = flop to primary output
crit_path_end_kind = primary output
slowest_stage = clkdlybuf4s50_1
crit_buf_inv = 1

[clock_network]
clk_pin_slew_ns = 0.04
clk_latency_ns = 0.24
post_cts_resized = 0
cts_setup_buffers = 0
cts_max_level = 1
cts_buffer_depth = 2
cts.hold.buffers_added = 0
cts_sinks = 4
cts_buffers = 3
cts_tree = yes
clockRootBuffer = clkbuf_4

[power]
irDropWorstVdd_v = 0.000296
p_leak_nw = 0.220
p_per_area_mw_per_mm2 = 628

[placement]
dpl_cell_area_sq_um = 579
gp_congestion = 0.786
numPortBuffers = 33
post-place-cells = 100

[timing]
period_needed_ns = 1.32
final.period_utilization = 0.942
fmax_mhz = 759
clock_skew_ns = 0.00849
hold_viol_final = 0
tightestPinTransition_ns = 0.230
drv_slew = 0
slew_headroom = 0.846
finalSetupViolations = 0

[layout]
drive_gt1_frac = 0.103
fin_area_sq_um = 629
seqCellArea_sq_um = 90.1
syn2layout_area_growth_pct = 229
lay_top_cells = clkdlybuf4s50_1, nor4_1, nor4_2, clkbuf_4, dfxtp_1
final_cells = 104
layout_top_cell = clkdlybuf4s50_1
fill_cells = 381
multiInputGateArea_sq_um = 116

[drt]
drc = 0
vias_per_cell = 2.96
drtAntennaViolNets = 0
vias = 308
drt-pass1-iter-count = 2
routed_wl_um = 1160
antenna_cells = 0
wl_per_cell_um = 11.2
drt-initial-drc-count = 4

[synthesis]
synthDistinctLibCells = 12
yosysTopAreaCell = dfxtp_1
synth_flops = 4
topCellsByArea = dfxtp_1, nor4_1, edfxtp_1
synth_seq_share = 0.471
yosys_warnings = 1
syn_inst = 21
netlist_area_sq_um = 191
syn_area_per_cell_sq_um = 9.12
yosys_cells = 21
yosys-stat-area_sq_um = 191
synthDominantCellAreaShare = 0.314

[die]
die_w_um = 80
core-area_sq_mm = 0.00342
die_y_um = 80
rows = 21
num_io_pins = 35
fp-utilization = 0.0560
die_area_sq_mm = 0.00640

[global_routing]
first_global_vias = 343
grt_overflow = 0
grt_pass1_wl_um = 1860
grt_max_degree = 5
grtUsageTotal = 0.0382
antenna_found_initial = 0

[job]
openroad.warnings = 26
drv_cap = 0

[min_path]
min_path_type = flop to flop

[status]
status = finished clean

[path summary, 6_finish.rpt]
kind,start,end,slack [ns],cells past startpoint
worst max-delay path,warn_engine_oil$_DFFE_PP_,warn_engine_oil,0.08,1
worst min-delay path,state[0]$_DFF_P_,state[1]$_DFF_P_,0.46,1
worst max register to register,state[1]$_DFF_P_,state[0]$_DFF_P_,0.61,1
worst min register to register,state[0]$_DFF_P_,state[1]$_DFF_P_,0.46,1
[cells by family after synthesis]
kind of cell           count (synthesis)  synth area share
AND/OR/NAND/NOR                       14             0.444
flip-flops                             4             0.471
AND-OR/OR-AND                          2            0.0653
buffers and inverters                  1            0.0196
[synthesized netlist by cell type]
master and n:
edfxtp_1 1, or3_1 1, nor4_1 6, nor2_1 2, nand4_1 2, nor3_1 1, and3b_1 1, o21ai_0 1
o21bai_1 1, inv_1 1, dfxtp_1 3, nor3b_1 1
[per-layer routing]
| metal | vias up | global-route usage | routed length (um) |
|---|---|---|---|
| li1 | 159 | - | - |
| met1 | 140 | 0.0360 | 397 |
| met2 | 7 | 0.0730 | 694 |
| met3 | 2 | 0.0170 | 49 |
| met4 | 0 | 0.00880 | 19 |
| met5 | - | 0 | 0 |
[report_power, final]
group	leakage, nW	switching, mW	internal, mW	total, mW
Sequential	0.0334	0.00299	0.126	0.129
Combinational	0.172	0.0230	0.0871	0.110
Clock	0.0150	0.0493	0.107	0.156
Total	0.220	0.0752	0.320	0.395
[through the flow]
| stage | util | hold WS, ns | setup slack (ns) | TNS [ns] | total power [mW] |
|---|---|---|---|---|---|
| finish | 0.184 | 0.463 | 0.0819 | 0 | 0.395 |
| global route | 0.184 | 0.481 | -0.0231 | -0.0231 | 0.421 |
| CTS | 0.177 | 0.467 | 0.0551 | 0 | 0.400 |
| detailed placement | 0.170 | 0.440 | -0.191 | -0.339 | 0.237 |
| global placement | 0.170 | 0.423 | -0.161 | -0.284 | 0.235 |
| floorplan | - | 0.356 | 0.393 | 0 | 0.142 |
[state kept, by name, indices dropped and copies added, names as in the netlist]
name             cells
state                3
warn_engine_oil      1
[cell type report]
cell class / count / share of cell area
clock buffers: 4 / 0.0417
repair buffers: 33 / 0.533
well taps: 46 / 0.0915
flip-flops and latches: 4 / 0.143
inverters: 1 / 0.00596
multi-input cells: 16 / 0.185
Power figures rest on the tool's default switching activity, not on a simulated workload.
